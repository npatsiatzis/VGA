`flow/run.sh`:
```
#!/bin/bash
# OpenROAD 26Q1-2900-gdf79404cd8, Yosys 0.63+post, stock flow scripts
make -C /OpenROAD-flow-scripts/flow DESIGN_CONFIG=/design/flow/config.mk WORK_HOME=/design/flow/orfs finish
```
`flow/config.mk`:
```
export PLATFORM = sky130hd
export DESIGN_NAME = vga
export DESIGN_NICKNAME = vga
export VERILOG_FILES = /design/flow/design.v
export SDC_FILE = /design/flow/constraint.sdc
export NUM_CORES = 4
export LEC_CHECK = 1
export CORE_UTILIZATION = 30
```
`flow/constraint.sdc`:
```
current_design vga

set clk_period 2.4
set clk_io_pct 0.2

create_clock -name clk0 -period $clk_period [get_ports {i_clk}]

set non_clock_inputs [all_inputs -no_clocks]
set_input_delay [expr $clk_period * $clk_io_pct] -clock clk0 $non_clock_inputs
set_output_delay [expr $clk_period * $clk_io_pct] -clock clk0 [all_outputs]
```
`flow/design.v`:
```
`default_nettype none
module display_timings
    #
    (
        parameter int G_H_RES = 640,
        parameter int G_V_RES = 480,
        parameter int G_H_FP = 16,
        parameter int G_H_SYNC = 96,
        parameter int G_H_BP = 48,
        parameter int G_V_FP = 10,
        parameter int G_V_SYNC = 2,
        parameter int G_V_BP = 33
    )
    (
        input  logic i_clk,
        input  logic i_rst,
        output logic o_h_sync,
        output logic o_v_sync,
        output logic [9 : 0] o_x,
        output logic [9 : 0] o_y,
        output logic o_active
    );
    logic [9 : 0] r_x;
    logic [9 : 0] r_y;
    localparam int HorizontalEnd = G_H_RES - 1;
    localparam int HorizontalSyncStart = HorizontalEnd + G_H_FP;
    localparam int HorizontalSyncEnd = HorizontalSyncStart + G_H_SYNC;
    localparam int Line = HorizontalSyncEnd + G_H_BP;
    localparam int VerticalEnd = G_V_RES - 1;
    localparam int VerticalSyncStart = VerticalEnd + G_V_FP;
    localparam int VerticalSyncEnd = VerticalSyncStart + G_V_SYNC;
    localparam int Frame = VerticalSyncEnd + G_V_BP;
    assign o_active = ($size(HorizontalEnd)'(r_x) <= HorizontalEnd &&
        $size(VerticalEnd)'(r_y) <= VerticalEnd) ? 1'b1 : 1'b0;
    assign o_h_sync = ($size(HorizontalSyncStart)'(r_x) > HorizontalSyncStart &&
     $size(HorizontalSyncEnd)'(r_x) <= HorizontalSyncEnd) ? 1'b0 : 1'b1;
    assign o_v_sync = ($size(VerticalSyncStart)'(r_y) > VerticalSyncStart &&
     $size(VerticalSyncEnd)'(r_y) <= VerticalSyncEnd) ? 1'b0 : 1'b1;
    always_ff @(posedge i_clk) begin : manage_x_y
        if(i_rst) begin
            r_x <= 0;
            r_y <= 0;
        end
        else begin 
            if ($size(Line)'(r_x)  == Line) begin
                r_x <= 0;
                if ($size(Frame)'(r_y) == Frame)
                    r_y <= 0;
                else
                    r_y <= r_y + 1;
            end else
                r_x <= r_x + 1;
        end
     end
    assign o_x = r_x;
    assign o_y = r_y;
endmodule : display_timings
`default_nettype none
module image_generator
    (
        input  logic i_clk,
        input  logic i_active,
        output logic [2 : 0] o_r,
        output logic [2 : 0] o_g,
        output logic [1 : 0] o_b
    );
    typedef enum logic [2 : 0] {S0,S1,S2,S3,S4,S5} state_t;
    state_t state;
    logic [2 : 0] r;
    logic [2 : 0] g;
    logic [1 : 0] b;
    assign o_r = r;
    assign o_g = g;
    assign o_b = b;
    always_ff @(posedge i_clk) begin : image_gen
        if(i_active) begin
            case (state)
                S0 :
                    if (g == (2**$size(g) - 1))
                        state <= S1;
                    else
                        g <= g + 1;
                S1 :
                    if (r == 0)
                        state <= S2;
                    else
                        r <= r - 1;
                S2 :
                    if (b == (2**$size(b) - 1))
                        state <= S3;
                    else
                        b <= b + 1;
                S3 :
                    if (g == 0)
                        state <= S4;
                    else
                        g <= g - 1;
                S4 :
                    if (r == (2**$size(r) - 1))
                        state <= S5;
                    else
                        r <= r + 1;
                S5 :
                    if (b == 0)
                        state <= S0;
                    else
                        b <= b - 1;
                default : begin
                    r <= '1;
                    g <= 0;
                    b <= 0;
                    state <= S0;
                end
            endcase
        end else begin
            r <= '1;
            g <= 0;
            b <= 0;
            state <= S0;
        end
    end
endmodule : image_generator 
`default_nettype none
module vga
    #
    (
        parameter int G_H_RES = 640,
        parameter int G_V_RES = 480,
        parameter int G_H_FP = 16,
        parameter int G_H_SYNC = 96,
        parameter int G_H_BP = 48,
        parameter int G_V_FP = 10,
        parameter int G_V_SYNC = 2,
        parameter int G_V_BP = 33
    )
    (
        input logic i_clk,
        input logic i_rst,
        output logic o_h_sync,
        output logic o_v_sync,
        output logic [2 : 0] o_r,
        output logic [2 : 0] o_g,
        output logic [1 : 0] o_b,
        output logic o_active
    );
    logic [9 : 0] w_x;
    logic [9 : 0] w_y;
    logic w_active;
    display_timings #(
        .G_H_RES(G_H_RES),
        .G_V_RES(G_V_RES),
        .G_H_FP(G_H_FP),
        .G_H_SYNC(G_H_SYNC),
        .G_H_BP(G_H_BP),
        .G_V_FP(G_V_FP),
        .G_V_SYNC(G_V_SYNC),
        .G_V_BP(G_V_BP)
        )
    timings (.*,.o_active(w_active),.o_x(w_x),.o_y(w_y));
    image_generator image (.*,.i_active(w_active));
    assign o_active = w_active;
endmodule : vga 
```
==> results_dict.tcl <==
# implementation run metrics
set metrics [dict create \
    status "finished, final reports clean" \
    drt_iter0_drc 87 \
    edf_count 0 \
    final_max_slew_viol_count 0 \
    initCoreUtil 0.310 \
    cts_hold_buf 0 \
    dp_hpwl_um 2330 \
    cts.path.max_buffers 2 \
    grt_start_max_net_pins 14 \
    cp-startpoint "timings.r_x[4]$_SDFF_PP0_" \
    finalCritPeriodShare 0.924 \
    finalCoreUtilization 0.363 \
    drt_first_pass_iters 4 \
    worstSkewPairLatency_ps 280 \
    hp-start "timings.r_x[0]$_SDFF_PP0_" \
    drc 0 \
    hold_class "flop to flop" \
    h-tree-depth 2 \
    lay_top_count "dfxtp_1" \
    top_area_frac 0.399 \
    synth_stat.cells 203 \
    cts_tree "built" \
    synth_warnings 2 \
    die_x_um 77.4 \
    synth.largest_area_cell "dfxtp_1" \
    path_cells "or4b_4 > or4_1 > or4_1 > a21oi_1" \
    portBuffers 12 \
    syn_inst 203 \
    nFillCells 565 \
    period_needed_ps 2220 \
    ys_seq_frac 0.399 \
    setup_viol 0 \
    cts_setup_buffers 0 \
    path_clk_slew_ps 70 \
    top_cells_by_area "dfxtp_1, a21oi_1, nand3_1, nor2_1, xnor2_1" \
    p_leak_nw 0.662 \
    critical_path.max_stage_delay_ps 640 \
    synth-async-reset-ratio 0 \
    cts_root_buffer "clkbuf_8" \
    cap_violations 0 \
    post_cts_resized 0 \
    area_growth_pct 17.2 \
    crit_arrival_ps 2430 \
    globalplace.congestion 0.847 \
    crit_top_cell "or4_1" \
    critPathRequiredTime_ps 2610 \
    ios 13 \
    rows 27 \
    max_slew_margin 0.618 \
    power.total_mw 1.65 \
    grt_usage 0.121 \
    fin_tns_setup_ps 0 \
    die_area_sq_um 5990 \
    antenna_found_initial 0 \
    worst_pin_slew_ps 571 \
    overflow 0 \
    finalHoldViolations 0 \
    route.detailed.wl_per_inst_um 11.5 \
    grt_pass1_wl_um 5820 \
    diodes 0 \
    ys_chip_area_sq_um 1710 \
    coreArea_sq_um 5510 \
    ys.flops 34 \
    endpoint_kind "flop" \
    avgSynthCellArea_sq_um 8.41 \
    ys_types 39 \
    finClkSkew_ps 5.34 \
    log.warning_count 27 \
    timing.hold.ws_ps 481 \
    cp_top_family "simple AND/OR/NAND/NOR gates" \
    r2r_start "timings.r_x[4]$_SDFF_PP0_" \
    synth-main-ff-cell "dfxtp_1" \
    drt-total-wl_um 3360 \
    ir_drop_mv 0.357 \
    vias_per_cell 4.95 \
    path_max_fanout 7 \
    critical-path-slowest-cell "or4_1" \
    cts_sinks 34 \
    startpoint_type "flop" \
    vias 1446 \
    rsz0062_at_grt "false" \
    drive_above_1_share 0.0591 \
    synthesis.area_sq_um 1710 \
    grt_pass1_vias 1270 \
    final_cell_mix "dfxtp_1, nor2_1, a21oi_1" \
    path_class "flop to flop" \
    cp_num_buf_inv 0 \
    cts_buffers 5 \
    fmax_mhz 451 \
    fp.dieH_um 77.4 \
    ant_nets 0 \
    power.density_nw_per_um2 823 \
]
layer usage:
layer  track usage  up-vias  wire length (um)  share of wire
met5             0        -                 0              0
met4        0.0170        0                40          0.012
met3        0.0251        4               146          0.043
met2         0.180       28              1440           0.43
met1         0.187      637              1730           0.52
li1              -      777                 -              -
logic make-up after synthesis:
| family | count (synthesis) | synth area share |
|---|---|---|
| simple gates | 97 | 0.307 |
| compound gates | 37 | 0.130 |
| flops | 34 | 0.399 |
| buf+inv | 14 | 0.0315 |
| xor+xnor | 11 | 0.0565 |
| fa+ha+maj | 6 | 0.0528 |
| mux | 4 | 0.0235 |
final cells by class:
cell class                      instances  area, sq um  area share
Inverter                                8         30.0      0.0150
Clock buffer                            7         76.3      0.0382
Timing Repair Buffer                   16          150      0.0751
Tap cell                               72         90.1      0.0451
Multi-Input combinational cell        155          972       0.486
Sequential cell                        34          681       0.340
cells in the mapped netlist, drive strengths merged, types with 2 or more instances:
cell / count
nor2b: 3
nand3b: 2
a21oi: 17
nor4: 3
nor3: 11
inv: 8
or4b: 3
xnor2: 7
clkbuf: 6
nand2: 16
o31ai: 4
and3: 3
ha: 4
or4: 4
mux2i: 4
dfxtp: 34
o21ai: 9
xor2: 4
nand4: 7
nand3: 16
fa: 2
nor3b: 4
nor2: 18
report_power, final:
| group | switching [mW] | internal [mW] |
|---|---|---|
| Sequential | 0.152 | 0.656 |
| Clock | 0.201 | 0.200 |
| Combinational | 0.176 | 0.261 |
worst register-to-register path, delay by kind of cell (launching register included):
kind	cells	cell delay (ps)
DFF	1	430
AOI/OAI and AO/OA	1	150
and+or+nand+nor	3	1580
worst paths after layout:
path                                      end  slack [ps]  depth (start not counted)
setup / recovery  timings.r_y[9]$_SDFFE_PP0P_         180                          4
hold / removal      timings.r_x[0]$_SDFF_PP0_         480                          1
setup reg to reg  timings.r_y[9]$_SDFFE_PP0P_         180                          4
hold reg to reg     timings.r_x[0]$_SDFF_PP0_         480                          1
flip-flops by register name, indices dropped and copies added (netlist names):
signal and count:
timings.r_x 10, timings.r_y 10, image.state 6, image.r 3, image.b 2, image.g 3
stage by stage:
| stage | area (sq um) | instances | setup WS (ps) |
|---|---|---|---|
| finish | 2000 | 292 | 183 |
| global route | 2000 | 292 | 88.1 |
| CTS | 2000 | 292 | 188 |
| detailed placement | 1920 | 285 | 218 |
| global placement | 1920 | 285 | 240 |
| floorplan | 1710 | 203 | 293 |
